==> flow/config.mk <==
export PLATFORM = sky130hd
export DESIGN_NAME = lab2
export DESIGN_NICKNAME = lab2
export VERILOG_FILES = /design/flow/design.v
export SDC_FILE = /design/flow/constraint.sdc
export NUM_CORES = 4
export LEC_CHECK = 1
export CORE_AREA = 10 10 82 82
export DIE_AREA = 0 0 92 92
==> flow/constraint.sdc <==
current_design lab2

set clk_period 5.8
set clk_io_pct 0.2

create_clock -name clk0 -period $clk_period [get_ports {clk}]

set non_clock_inputs [all_inputs -no_clocks]
set_input_delay [expr $clk_period * $clk_io_pct] -clock clk0 $non_clock_inputs
set_output_delay [expr $clk_period * $clk_io_pct] -clock clk0 [all_outputs]
==> flow/design.v <==
`timescale 1ns / 1ps
module accumulator(
    clk,
	 cnt
);
input clk;
output [15:0]cnt;
reg [15:0]cnt,next_cnt;
always@(posedge clk)
	cnt <= next_cnt;
always@(*)
	next_cnt = cnt + 16'd1;
endmodule
`timescale 1ns / 1ps
module bcd2ftseg(
	bcd,
	ftseg
);
input [3:0]bcd;
output reg [14:0]ftseg;
always@(*)
	case(bcd)
		4'd0: begin
			ftseg = 15'b0000_0011_1111_111;
		end
		4'd1: begin
			ftseg = 15'b1111_1111_1011_011;
		end
		4'd2: begin
			ftseg = 15'b0010_0100_1111_111;
		end
		4'd3: begin
			ftseg = 15'b0000_1100_1111_111;
		end
		4'd4: begin
			ftseg = 15'b1001_1000_1111_111;
		end
		4'd5: begin
			ftseg = 15'b0100_1000_1111_111;
		end
		4'd6: begin
			ftseg = 15'b0100_0000_1111_111;
		end
		4'd7: begin
			ftseg = 15'b0001_1111_1111_111;
		end
		4'd8: begin
			ftseg = 15'b0000_0000_1111_111;
		end
		4'd9: begin
			ftseg = 15'b0000_1000_1111_111;
		end
		default: begin
			ftseg = 15'b0111_0000_1111_111;
		end
	endcase
endmodule
`timescale 1ns / 1ps
module lab2(
	clk,
	D_ssd,
	d,
	ftsd_ctl,
	a,
	b
);
output [14:0]D_ssd;
output [3:0]d;
output [3:0]ftsd_ctl;
input clk;
input [3:0]a,b;
reg [3:0]bcd,ftsd_ctl;
wire [3:0]msb,lsb;
wire [15:0]scan_ctl;
assign d=a;
assign msb = (a+b>4'd9) ? 4'd1 : 4'd0;
assign lsb = (a+b>4'd9) ? (a+b-4'd10) : (a+b);
accumulator A0(
	.clk(clk),
	.cnt(scan_ctl)
);
bcd2ftseg B0(
	.bcd(bcd),
	.ftseg(D_ssd)
);
always@(*)
	case(scan_ctl[15:14])
		2'b00: begin
			ftsd_ctl = 4'b1110;
			bcd = a;
		end
		2'b01: begin
			ftsd_ctl = 4'b1101;
			bcd = b;
		end	
		2'b10: begin
			ftsd_ctl = 4'b1011;
			bcd = lsb;
		end
		2'b11: begin
			ftsd_ctl = 4'b0111;
			bcd = msb;
		end
		default: begin
			ftsd_ctl = 4'b1111;
			bcd = 4'd0;
		end
	endcase
endmodule
==> flow/run.sh <==
#!/bin/bash
# OpenROAD 26Q1-2900-gdf79404cd8, Yosys 0.63+post, stock flow scripts
make -C /OpenROAD-flow-scripts/flow DESIGN_CONFIG=/design/flow/config.mk WORK_HOME=/design/flow/orfs finish
==> impl_metrics.toml <==
# implementation run metrics
[run_status]
outcome = "complete, no violations"

[drt]
routedWlPerCell_microns = 11.7
drtIter0Drc = 17
vias = 1027
dr.pass1.iters = 4
avgViaCountPerCell = 4.45
routed_wl_mm = 2.70
ant_nets = 0
drc = 0
num_antenna_cells = 0

[logic_synthesis]
ys_area_sq_um = 1320
netlist_instances = 141
top_area_cell = "dfxtp_1"
syn_avg_cell_area_sq_um = 9.34
ys_cells = 141
ys_ff = 16
ys_types = 50
top_cells_by_count = "dfxtp_1 (16), buf_4 (13), nand2_1 (12), ha_1 (10), xnor2_1 (9)"
postSynthSeqShare = 0.243
async_flop_share = 0
edf_count = 0
top_cells_by_area = "dfxtp_1 (24%), ha_1 (9.5%), buf_4 (7.4%), xnor2_1 (6.0%), xor2_1 (4.0%)"
syn_area_sq_um = 1320
netlist.area_leader.share = 0.243
most_common_cell = "dfxtp_1"
ys_warn_count = 3
yosys_most_used_dff = "dfxtp_1"

[floorplan]
die_width_microns = 92
core_sq_um = 5070
rows = 26
die_height_microns = 92
top_level_ports = 32
fp_util = 0.260
dieArea_sq_um = 8460

[final_timing]
rsz0062_at_grt = "false"
setup_viol = 0
tightest_slew_ns = 0.510
final_max_slew_viol_count = 0
clock.fmax_ghz = 0.179
finalHoldViolCount = 0
post-route-period-util = 0.965
whs_ns = 0.417
tns_ns = 0
fin_crit_ns = 5.60
skew_ns = 0.00331
slew_headroom = 0.660

[global_routing]
grt_use_total = 0.0696
grt_max_degree = 14
grt.busiest_layer = "met2"
grt_pass1_vias = 1104
grtUsageMet2 = 0.122
antenna_found_initial = 0
met3_usage = 0.0173
grt_overflow = 0
use_met1 = 0.0881
grt_pass1_wl_mm = 5.08

[cts]
clk_latency_ns = 0.24
cts-root-buf = "clkbuf_8"
cts_setup_buffers = 0
clk_pin_slew_ns = 0.06
cts_tree = "yes"
cts_hold_buffers = 0
cts_made_buffers = 3
cts_num_sinks = 16
ctsLongestPathBuffers = 2
htreeDepth = 1

[final_layout]
logic_area_sq_um = 905
area_growth_pct = 25.8
drive_gt1_frac = 0.130
regMostFlops = "A0.cnt"
seq_area_sq_um = 320
largest_registers = "A0.cnt x16"
fin_cells = 231
largest_reg_flops = 16
final_core_util = 0.327
fillCellCount = 537

[placed_design]
hpwl_mm = 2.17
numPortBuffers = 26
placedCellCount = 227
routabilityCongestion = 0.795

[setup_path]
crit_required_ns = 4.64
startpoint_type = "primary input"
crit_fanout = 5
endpoint_kind = "primary output"
crit_arrival_ns = 4.44
worstSetupPathType = "in -> out"

[pwr]
vdd.ir_drop.worst_mv = 0.163
swShare = 0.267
p_clk_frac = 0.313
intPower_mw = 0.226
pwr-share-comb = 0.331
seqPwrFrac = 0.356
power.density_nw_per_um2 = 186
p_sw_mw = 0.0824
power.total_mw = 0.309
leakage_nw = 0.651

[run]
maxCapViolCount = 0
warnings = 29

[worst_hold_path]
worstHoldPathType = "reg -> reg"
[power groups by stage]
stage / sequential, mW / clock, mW / combinational [mW]
4_1_cts: 0.110 / 0.0997 / 0.102
5_1_grt: 0.110 / 0.106 / 0.115
6_report: 0.110 / 0.0968 / 0.102
[critical path, stage by stage]
cell	delay [ns]
clkdlybuf4s50_1	0.50
ha_1	0.18
inv_1	0.05
fa_1	0.43
xor2_4	0.20
a2111o_1	0.44
o221ai_2	0.12
inv_1	0.11
ha_1	0.34
nor4b_1	0.15
a211oi_1	0.23
clkdlybuf4s50_1	0.51
[repair_timing]
action | in CTS | in global routing
gates resized | 0 | 3
endpoints found under the hold margin | 0 | 0
endpoints found under the setup margin | 0 | 2
[metal layers]
metal	part of all wire	up-vias
met2	0.52	12
met1	0.43	491
met3	0.055	0
met5	0	-
li1	-	524
met4	0	0
[final timing paths]
kind / from / end / slack, ns / depth (start not counted)
max: a[0] / D_ssd[11] / 0.20 / 12
min: A0.cnt[0] / A0.cnt[0] / 0.42 / 1
max reg2reg: A0.cnt[2] / A0.cnt[13] / 4.30 / 6
min reg2reg: A0.cnt[0] / A0.cnt[0] / 0.42 / 1
[final cells by class]
type | instances | share of cell area
Clock buffer | 4 | 0.0332
Inverter | 8 | 0.0181
Tap cell | 70 | 0.0528
Sequential cell | 16 | 0.193
Multi-Input combinational cell | 107 | 0.546
Timing Repair Buffer | 26 | 0.157
[placed cells by master (no fill, tap or decap), types with 4 or more instances in the layout]
cell type	netlist	layout
clkdlybuf4s50_1	0	26
dfxtp_1	16	16
nand2_1	12	12
ha_1	10	10
xnor2_1	9	9
inv_1	8	8
xor2_1	6	6
and3_1	5	5
nor2_1	5	5
nand3_1	5	5
conb_1	1	5
clkbuf_8	0	4
[per-stage QoR]
step           setup WS [ns]  cell area [sq um]
4_1_cts                0.193               1630
2_1_floorplan           1.47               1330
5_1_grt               0.0190               1660
3_5_place_dp           0.196               1580
3_3_place_gp           0.230               1580
6_report               0.203               1660
[kinds of logic (layout without fill, tap and decap cells)]
group                      after synthesis  count (layout)  share of synthesized area
xor gates and xnor gates                17              17                      0.124
DFF                                     16              16                      0.243
AOI/OAI and AO/OA                       22              22                      0.169
muxes                                    4               4                     0.0399
adders and majority gates               11              11                      0.110
and+or+nand+nor                         48              48                      0.210
buffers and inverters                   22              38                      0.101
other                                    1               5                    0.00285
No activity file was given, so power comes from the tool's default toggle rates.
